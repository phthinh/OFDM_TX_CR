==> ./design.v <==
`timescale 1ns / 1ps
module SYM_Mod(
 	input 				CLK_I, RST_I,
	input [5:0] 		DAT_I,
	input 				CYC_I, WE_I, STB_I, 
	output				ACK_O,
	output reg [31:0]	DAT_O,
	output reg			CYC_O, STB_O,
	output				WE_O,
	input					ACK_I,
	input  [1:0]		STD,
	input	 [1:0]		MOD
    );
reg [5:0]	idat_Q64;
reg [3:0]	idat_Q16;
reg [1:0]	idat_QPSK;
reg 			idat_BPSK;
reg			ival;	
wire 			out_halt, ena;
reg [15:0] 	datout_Re, datout_Im;
assign 	out_halt = STB_O & (~ACK_I);
assign 	ena 		= CYC_I & STB_I & WE_I;
assign 	ACK_O 	= ena &(~out_halt);
wire 		mod_q64_ena 	= (MOD == 2'b11);
wire 		mod_q16_ena 	= (MOD == 2'b10);
wire 		mod_qpsk_ena 	= (MOD == 2'b00);
wire 		mod_bpsk_ena 	= (MOD == 2'b01);
wire [5:0] datQ64_inv;
wire [3:0] datQ16_inv;
wire [1:0] datQPSK_inv;
assign datQ64_inv = ~{DAT_I[0],DAT_I[1],DAT_I[2],DAT_I[3],DAT_I[4],DAT_I[5]};
assign datQ16_inv = datQ64_inv[5:2];
assign datQPSK_inv = datQ64_inv[5:4];	
wire wmax_ena = (STD == 2'b01);
always @(posedge CLK_I) begin
	if(RST_I) 							idat_Q64 <= 6'b000000;
	else if(ACK_O & mod_q64_ena) 	idat_Q64 <= (wmax_ena)?datQ64_inv:DAT_I;
end
always @(posedge CLK_I) begin
	if(RST_I) 							idat_Q16 <= 4'b0000;
	else if(ACK_O & mod_q16_ena) 	idat_Q16 <= (wmax_ena)?datQ16_inv:DAT_I[3:0];
end
always @(posedge CLK_I) begin
	if(RST_I) 							idat_QPSK <= 2'b00;
	else if(ACK_O & mod_qpsk_ena) idat_QPSK <= (wmax_ena)?datQPSK_inv:DAT_I[1:0];
end
always @(posedge CLK_I) begin
	if(RST_I) 							idat_BPSK <= 1'b0;
	else if(ACK_O & mod_bpsk_ena) idat_BPSK <= (wmax_ena)?(~DAT_I[0]):DAT_I[0];
end
always @(posedge CLK_I) begin
	if(RST_I) 			ival <= 1'b0;
	else if(ena)		ival <= 1'b1;
	else					ival <= 1'b0;
end
always @(posedge CLK_I)
begin
	if(RST_I)	begin
		STB_O <= 1'b0;
		DAT_O <= 32'b0;
		end
	else if(ival & (~out_halt)) begin	
		DAT_O <= {datout_Im, datout_Re};	
		STB_O <= 1'b1;
		end	
	else if(~ival) begin	
		STB_O <= 1'b0;
		end
end
reg icyc;
always @(posedge CLK_I)
begin
	if(RST_I)		icyc <= 1'b0;		
	else				icyc <= CYC_I;	
end
always @(posedge CLK_I)
begin
	if(RST_I)		CYC_O	<= icyc;			
	else 				CYC_O	<= icyc;
end
assign WE_O = STB_O;
reg [15:0] Q64_Im, Q16_Im;
reg [15:0] Q64_Re, Q16_Re;
always @(*) begin
	case (idat_Q64[5:3])
      3'b000 :	Q64_Im = 16'h8001;
		3'b100 : Q64_Im = 16'h9D3F;
		3'b110 :	Q64_Im = 16'hC2BF;
		3'b010 : Q64_Im = 16'hEC40;
		3'b011 : Q64_Im = 16'h13C0;
		3'b111 : Q64_Im = 16'h3B41;
		3'b101 : Q64_Im = 16'h62C1;
		3'b001 : Q64_Im = 16'h7FFF;
		default: Q64_Im = 16'd0;
	endcase
end
always @(*) begin
	case (idat_Q64[2:0])
      3'b000 :	Q64_Re = 16'h8001;
		3'b100 : Q64_Re = 16'h9D3F;
		3'b110 :	Q64_Re = 16'hC2BF;
		3'b010 : Q64_Re = 16'hEC40;
		3'b011 : Q64_Re = 16'h13C0;
		3'b111 : Q64_Re = 16'h3B41;
		3'b101 : Q64_Re = 16'h62C1;
		3'b001 : Q64_Re = 16'h7FFF;
		default: Q64_Re = 16'd0;
	endcase
end
always @(*) begin
	case (idat_Q16[3:2])
      2'b00  :	Q16_Im = 16'h8692;
		2'b10  : Q16_Im = 16'hD786;
		2'b11  : Q16_Im = 16'h287A;
		2'b01  : Q16_Im = 16'h796E;
		default: Q16_Im = 16'd0;
	endcase
end
always @(*) begin
	case (idat_Q16[1:0])
      2'b00  :	Q16_Re = 16'h8692;
		2'b10  : Q16_Re = 16'hD786;
		2'b11  : Q16_Re = 16'h287A;
		2'b01  : Q16_Re = 16'h796E;
		default: Q16_Re = 16'd0;
	endcase
end
wire [15:0] QPSK_Re, BPSK_Re;
wire [15:0] QPSK_Im;
assign QPSK_Im = (idat_QPSK[1])? 16'h5A82 : 16'hA57E;
assign QPSK_Re = (idat_QPSK[0])? 16'h5A82 : 16'hA57E;
assign BPSK_Re = (idat_BPSK)?16'h7FFF:16'h8001;
always @(*) begin
	case (MOD)
      2'b11  :	datout_Im = Q64_Im;
		2'b10  : datout_Im = Q16_Im;
		2'b00  : datout_Im = QPSK_Im;
		2'b01  : datout_Im = 16'd0;
		default: datout_Im = 16'd0;
	endcase
end
always @(*) begin
	case (MOD)
      2'b11  :	datout_Re = Q64_Re;
		2'b10  : datout_Re = Q16_Re;
		2'b00  : datout_Re = QPSK_Re;
		2'b01  : datout_Re = BPSK_Re;
		default: datout_Re = 16'd0;
	endcase
end
endmodule
==> ./run.sh <==
#!/bin/bash
# OpenROAD 26Q1-2900-gdf79404cd8, Yosys 0.63+post, stock flow scripts
make -C /OpenROAD-flow-scripts/flow DESIGN_CONFIG=/design/flow/config.mk WORK_HOME=/design/flow/orfs finish
==> ./config.mk <==
export PLATFORM = sky130hd
export DESIGN_NAME = SYM_Mod
export DESIGN_NICKNAME = SYM_Mod
export VERILOG_FILES = /design/flow/design.v
export SDC_FILE = /design/flow/constraint.sdc
export NUM_CORES = 4
export LEC_CHECK = 1
export CORE_UTILIZATION = 30
==> ./constraint.sdc <==
current_design SYM_Mod

set clk_period 5.9
set clk_io_pct 0.2

create_clock -name clk0 -period $clk_period [get_ports {CLK_I}]

set non_clock_inputs [all_inputs -no_clocks]
set_input_delay [expr $clk_period * $clk_io_pct] -clock clk0 $non_clock_inputs
set_output_delay [expr $clk_period * $clk_io_pct] -clock clk0 [all_outputs]
==> impl_metrics.csv <==
group,metric,value,unit
critical_path,setup.worst_path.start_class,"input pin",
final_timing,final.min_clock_period,4.08,ns
power_and_ir_drop,p_seq_frac,0.526,
clock_tree,cts_made_buffers,9,
floorplanning,chipArea,0.0109,sq mm
critical_path,worst_path_max_delay_cell,"clkdlybuf4s50_1",
critical_path,critPathCaptureType,"primary output",
final_timing,setup_viol_count_final,0,
power_and_ir_drop,combPwrFrac,0.096,
route,num_vias,2581,
synthesis,yosys_most_used_dff,"dfxtp_1",
final_timing,max_freq,245,MHz
power_and_ir_drop,internal_power,706,uW
final_timing,hold_ws,0.330,ns
final_timing,rsz0062_at_grt,"no",
job,cap_viol_max_count,0,
clock_tree,cts_resized,0,
power_and_ir_drop,p_total,925,uW
final_timing,worstMarginPinSlew,0.687,ns
global_routing,grt_antenna_before_repair,0,
synthesis,synth_cells,359,
final_timing,hold_violations,0,
cells_and_area,fin_util,0.377,
placed_design,place_hpwl,5.23,mm
synthesis,ys_types,45,
clock_tree,cts_setup_buffers,0,
critical_path,path_cells,"clkdlybuf4s50_1 -> nand2b_1 -> and3_1 -> clkdlybuf4s50_1",
global_routing,grt_pass1_wl,11.9,mm
cells_and_area,layoutNonFillerInstCount,532,
clock_tree,cts-root-buf,"clkbuf_8",
job,log.warning_count,35,
clock_tree,h-tree-depth,3,
floorplanning,die_w,105,um
global_routing,met3_usage,0.0337,
global_routing,first_global_vias,2354,
critical_path,crit_fanout,17,
cells_and_area,area_growth,22.7,%
power_and_ir_drop,power_frac_clock,0.378,
power_and_ir_drop,sw_frac_of_total,0.236,
power_and_ir_drop,p_sw,218,uW
run_status,outcome,"completed",
placed_design,dp_cells,517,
cells_and_area,nFillCells,1036,
synthesis,synth_warnings,1,
final_timing,final_max_slew_viol_count,0,
critical_path,cp_top_family,"buffers and inverters",
critical_path,critPathMostFrequentCell,"clkdlybuf4s50_1",
synthesis,ys_seq_share,0.438,
placed_design,portBuffers,51,
clock_tree,clkSinkCount,69,
cells_and_area,drive_gt1_frac,0.0732,
synthesis,edf_count,0,
synthesis,synth_flops,69,
floorplanning,core_area,0.0103,sq mm
global_routing,grt_max_degree,64,
critical_path,cp.buffers_inverters,2,
floorplanning,fp_util,0.307,
route,drtPass1Iterations,15,
critical_path,cp.required,4.72,ns
synthesis,syn_area_per_cell,8.79,sq um
final_timing,finalCritPeriodShare,0.691,
clock_tree,postCtsHoldBufs,0,
clock_tree,clkTransAtPathRegs,0.06,ns
global_routing,busiest_layer,"met1",
route,drt_iter0_markers,134,
power_and_ir_drop,power.leakage,1.34,nW
final_timing,max_slew_margin,0.540,
critical_path,critical_path_arrival,2.90,ns
global_routing,use_met2,0.186,
clock_tree,cts_buffer_depth,2,
synthesis,async_flop_share,0,
placed_design,globalplace.congestion,0.825,
floorplanning,rows,37,
route,routed_wl,7.21,mm
final_timing,tns,0,ns
route,antenna_left,0,
floorplanning,io_pins,52,
global_routing,use_met1,0.233,
critical_path,path_class,"input pin to primary output",
hold_path,holdCritPathClass,"flop to flop",
route,diodes,0,
final_timing,fin_skew,0.00610,ns
clock_tree,tritoncts,"built",
clock_tree,insertion_delay,0.34,ns
power_and_ir_drop,power_density,239,mW/mm^2
floorplanning,die_h,105,um
critical_path,max_stage_delay,0.51,ns
route,drc,0,
global_routing,grt_usage,0.139,
synthesis,ys_cells,359,
route,wire_per_inst,13.6,um
route,viasPerCell,4.85,
global_routing,grt-ovfl-total,0,
synthesis,yosys_area,0.00316,sq mm
power_and_ir_drop,irDropWorstVdd,83.8,uV
synthesis,synth_area,0.00316,sq mm
[cell families (layout without fill, tap and decap cells)]
logic type                 after synthesis  count (layout)  share of synthesized area
DFF                                     69              69                      0.438
xor gates and xnor gates                 1               1                    0.00278
adders and majority gates               14              14                     0.0555
buffers and inverters                   45              82                     0.0650
muxes                                    9               9                     0.0337
and+or+nand+nor                        124             124                      0.192
AOI/OAI and AO/OA                       97              97                      0.213
[layout by cell type, fill, tap and decap left out, drive strengths merged, types with 2 or more instances in the layout]
master	instances
clkbuf	14
o311ai	3
o21a	3
buf	3
nand2b	10
and3	5
a211oi	25
a211o	5
inv	14
a311oi	11
or2	6
nor2	37
ha	14
and2	5
nor3	9
nand2	32
dfxtp	69
o21ai	13
nor2b	8
nor3b	3
nand3	4
a31oi	6
nand4	2
mux2i	6
a21o	3
o221ai	2
mux2	3
a21oi	19
o31ai	2
clkdlybuf4s50	50
[through the flow]
stage          instance area (sq um)  worst slack, ns
6_report                        3870             1.82
5_1_grt                         3870             1.74
4_1_cts                         3870             1.81
3_5_place_dp                    3690             1.67
3_3_place_gp                    3690             1.75
2_1_floorplan                   3160             2.87
[cell usage after synthesis (2+ instances only)]
master    instances  area share
mux2_2            3       0.011
clkbuf_1         15       0.018
nand3_1           4      0.0063
dfxtp_1          69        0.44
and2_1            5      0.0099
buf_4             3      0.0071
nor3b_1           2      0.0048
a21oi_1          19       0.030
and3_1            4      0.0079
nor2b_1           8       0.016
a21o_1            3      0.0071
a211oi_1         25       0.059
nor3_1            9       0.014
buf_6             2      0.0071
o21ai_0          13       0.021
nor2_1           37       0.044
buf_1             3      0.0036
o21a_1            3      0.0071
buf_2             8       0.013
a31oi_1           6       0.012
mux2i_1           5       0.016
inv_1            13       0.015
nand2b_1         10       0.020
o221ai_1          2      0.0056
a311oi_1         11       0.031
o311ai_0          3      0.0083
or2_2             6       0.012
o31ai_1           2      0.0048
nand4_1           2      0.0040
nand2_1          32       0.038
ha_1             14       0.056
a211o_1           5       0.014
[state kept, by name (all words and copies together) (netlist names)]
| name | cells |
|---|---|
| idat_QPSK | 2 |
| idat_BPSK | 1 |
| STB_O | 1 |
| Q64_Im | 11 |
| Q64_Re | 11 |
| icyc | 1 |
| CYC_O | 1 |
| idat_Q64 | 6 |
| ival | 1 |
| DAT_O | 30 |
| idat_Q16 | 4 |
[worst paths after layout]
check,from,end,slack (ns),depth (start not counted)
min,icyc,CYC_O,0.33,0
max,ACK_I,ACK_O,1.82,4
min reg2reg,icyc,CYC_O,0.33,0
max reg2reg,STB_O,Q64_Re[12],3.31,7
[metal layers]
| layer | vias to the layer above | share of wire |
|---|---|---|
| li1 | 1335 | - |
| met1 | 1177 | 0.53 |
| met2 | 61 | 0.40 |
| met3 | 8 | 0.057 |
| met4 | 0 | 0.013 |
| met5 | - | 0 |
[worst register-to-register path, stage by stage, from the launching register on]
cell and delay (ns):
dfxtp_1 0.35, nand2b_1 0.44, and3_4 0.42, mux2i_1 0.15
or2_2 0.32, ha_1 0.34, or2_2 0.31, o21ai_0 0.17
[layout make-up]
class	count	area, sq um	area share
Timing Repair Buffer	53	520	0.134
Clock buffer	14	173	0.0446
Sequential cell	69	1380	0.357
Multi-Input combinational cell	245	1570	0.405
Inverter	14	52.6	0.0136
Clock inverter	1	5.00	0.00129
Tap cell	136	170	0.0440
[power groups by stage]
stage	clock, mW	combinational [mW]	sequential [mW]
CTS	0.358	0.0894	0.487
global route	0.384	0.0989	0.488
finish	0.349	0.0891	0.487
