[flow/constraint.sdc]
current_design QAM64_Mod

set clk_period 2.8
set clk_io_pct 0.2

create_clock -name clk0 -period $clk_period [get_ports {CLK_I}]

set non_clock_inputs [all_inputs -no_clocks]
set_input_delay [expr $clk_period * $clk_io_pct] -clock clk0 $non_clock_inputs
set_output_delay [expr $clk_period * $clk_io_pct] -clock clk0 [all_outputs]
[flow/config.mk]
export PLATFORM = sky130hd
export DESIGN_NAME = QAM64_Mod
export DESIGN_NICKNAME = QAM64_Mod
export VERILOG_FILES = /design/flow/design.v
export SDC_FILE = /design/flow/constraint.sdc
export NUM_CORES = 4
export LEC_CHECK = 1
export CORE_AREA = 10 10 107 107
export DIE_AREA = 0 0 117 117
[flow/design.v]
`timescale 1ns / 1ps
module QAM64_Mod(
	input 			CLK_I, RST_I,
	input [5:0] 	DAT_I,
	input 			CYC_I, WE_I, STB_I, 
	output			ACK_O,
	output reg [31:0]	DAT_O,
	output reg			CYC_O, STB_O,
	output				WE_O,
	input					ACK_I	
    );
reg [5:0]	idat;
reg			ival;	
wire 			out_halt, ena;
reg [15:0] 	datout_Re, datout_Im;
assign 	out_halt = STB_O & (~ACK_I);
assign 	ena 		= CYC_I & STB_I & WE_I;
assign 	ACK_O 	= ena &(~out_halt);
always @(posedge CLK_I) begin
	if(RST_I) 			idat<= 6'b000000;
	else if(ACK_O) 	idat <= DAT_I;
end
always @(posedge CLK_I) begin
	if(RST_I) 			ival <= 1'b0;
	else if(ena)		ival <= 1'b1;
	else					ival <= 1'b0;
end
always @(posedge CLK_I)
begin
	if(RST_I)	begin
		STB_O <= 1'b0;
		DAT_O <= 32'b0;
		end
	else if(ival & (~out_halt)) begin	
		DAT_O <= {datout_Im, datout_Re};	
		STB_O <= 1'b1;
		end	
	else if(~ival) begin	
		STB_O <= 1'b0;
		end
end
reg icyc;
always @(posedge CLK_I)
begin
	if(RST_I)		icyc <= 1'b0;		
	else				icyc <= CYC_I;	
end
always @(posedge CLK_I)
begin
	if(RST_I)		CYC_O	<= icyc;			
	else 				CYC_O	<= icyc;
end
assign WE_O = STB_O;
always @(*) begin
	case (idat[5:3])
      3'b000 :	datout_Im = 16'h8001;
		3'b100 : datout_Im = 16'h9D3F;
		3'b110 :	datout_Im = 16'hC2BF;
		3'b010 : datout_Im = 16'hEC40;
		3'b011 : datout_Im = 16'h13C0;
		3'b111 : datout_Im = 16'h3B41;
		3'b101 : datout_Im = 16'h62C1;
		3'b001 : datout_Im = 16'h7FFF;
		default: datout_Im = 16'd0;
	endcase
end
always @(*) begin
	case (idat[2:0])
      3'b000 :	datout_Re = 16'h8001;
		3'b100 : datout_Re = 16'h9D3F;
		3'b110 :	datout_Re = 16'hC2BF;
		3'b010 : datout_Re = 16'hEC40;
		3'b011 : datout_Re = 16'h13C0;
		3'b111 : datout_Re = 16'h3B41;
		3'b101 : datout_Re = 16'h62C1;
		3'b001 : datout_Re = 16'h7FFF;
		default: datout_Re = 16'd0;
	endcase
end
endmodule
[flow/run.sh]
#!/bin/bash
# OpenROAD 26Q1-2900-gdf79404cd8, Yosys 0.63+post, stock flow scripts
make -C /OpenROAD-flow-scripts/flow DESIGN_CONFIG=/design/flow/config.mk WORK_HOME=/design/flow/orfs finish
==> reports/results.ini <==
[sta]
fin_crit_ps=2490
period_used_share=0.888
fmax_mhz=402
setup_tns_ps=0
rsz0062_at_grt=false
relSlewSlack=0.640
fin_worst_skew_ps=2.50
maxSlewViolCount=0
setup_viol=0
worst_slew_pin_slew_ps=540
finalHoldViolCount=0

[place]
dp.cells=302
io_buffers=47
gp_congestion=0.807
dp.final_hpwl_um=2940

[synthesis]
synth.avg_cell_area_um2=9.09
netlist_instances=165
ys_seq_share=0.427
ys_ff=32
ys_chip_area_um2=1500
yosys_warnings=1
ys_types=24
syn_area_um2=1500
ys_cells=165

[critical_path]
arrival_ps=1930
startpoint=ACK_I
path_class=in -> out
r2r-end=DAT_O[23]
critPathCapture=ACK_O
critical_path.startpoint_type=primary input
rrSetupSlack_ps=1240
cp-end-kind=output pin
required_ps=2240
reg2reg_depth=4
timing.rr.start=ival
worst-path-max-fanout=22

[final_layout]
layout_top_cells=clkdlybuf4s50_1 (47), dfxtp_1 (32), a21oi_1 (28), o21ai_0 (14), inv_1 (9)
mostFrequentLayoutCell=clkdlybuf4s50_1
area_growth_pct=37.5
logic_area_um2=667
drive_above_1_share=0.0653
flop_area_um2=641
stdcell_count=310
n_fill_cell=1016

[die]
die_area_um2=13700
die_y_um=117
die_w_um=117
coreArea_um2=9200
fp_util=0.163
io_pins=48
num_rows=35

[grt]
grt_use_total=0.0559
grt_pass1_wl_um=6130
grt_pass1_vias=1136
grt_overflow=0
antenna_found_initial=0
grt_max_degree=32

[cts]
root_buffer=clkbuf_8
cts_buffers=5
htreeDepth=2
cts-hold-fix-buffers=0
clk_pin_slew_ps=60
cts.repair.resized=0
cts_setup_buffers=0
cts_num_sinks=32
ctsLongestPathBuffers=2
clkLatencyLatePin_ps=270
cts_tree=done

[hold_path]
hold_class=reg -> reg

[drt]
drtAntennaViolNets=0
vias=1221
drt_drc_violations_left=0
routed_wl_um=3920
wl_per_cell_um=12.7
viasPerCell=3.94
dr.pass1.iters=4
initialDrtViolationCount=107
antenna_cells=0

[pwr]
share_comb_of_total_power=0.099
ir_drop_mv=0.161
pwr-share-seq=0.518
clkPwrFrac=0.384
power.switching_mw=0.204
swShare=0.220
power_density_nw_per_um2=450
p_leak_nw=0.641
p_int_mw=0.724

[run]
tool_warnings=29
maxCapViolations=0

[run_status]
status=complete, no violations

[cell type report]
cell class / count / share of cell area
multi-input combinational: 100 / 0.323
clock buffer: 8 / 0.0437
tap: 111 / 0.0673
sequential: 32 / 0.310
inverter: 9 / 0.0164
timing repair buffer: 50 / 0.239
[worst min path at each step]
| stage | from | to | slack [ps] | cells past startpoint |
|---|---|---|---|---|
| after global routing | icyc | CYC_O | 350 | 0 |
| after CTS | icyc | CYC_O | 330 | 0 |
| final | icyc | CYC_O | 330 | 0 |
[flip-flops by register name, summed over array words and instances, names as in the netlist]
register	flops
CYC_O	1
DAT_O	22
STB_O	1
icyc	1
idat	6
ival	1
[layer usage]
metal  routed length [um]  up-vias  GRT usage
met1                 1920      522     0.0811
met3                  362        5     0.0232
met4                   29        0    0.00577
li1                     -      644          -
met2                 1610       50     0.0784
met5                    0        -          0
[per-stage QoR]
stage / utilization / instance area (um2) / setup WS [ps] / hold slack [ps] / power (mW)
2_1_floorplan: - / 1500 / 1280 / 310 / 0.535
3_3_place_gp: 0.215 / 1970 / 329 / 317 / 0.584
3_5_place_dp: 0.215 / 1970 / 327 / 316 / 0.584
4_1_cts: 0.224 / 2060 / 316 / 331 / 0.945
5_1_grt: 0.224 / 2060 / 173 / 350 / 0.976
6_report: 0.224 / 2060 / 314 / 330 / 0.928
[logic make-up (layout without fill, tap and decap cells)]
family / after synthesis / after routing / share of synthesized area
AOI/OAI and AO/OA: 62 / 62 / 0.250
muxes: 4 / 4 / 0.0267
adders and majority gates: 6 / 6 / 0.0500
and+or+nand+nor: 26 / 26 / 0.106
DFF: 32 / 32 / 0.427
buffers and inverters: 33 / 67 / 0.128
xor gates and xnor gates: 2 / 2 / 0.0117
[worst max-delay path, cell delays in order]
cell,delay (ps)
clkdlybuf4s50_1,450
nor2b_4,390
nor2_1,100
clkdlybuf4s50_1,430
[power groups by stage]
stage	combinational [mW]	sequential (mW)	clock (mW)
5_1_grt	0.104	0.483	0.390
6_report	0.0916	0.480	0.356
4_1_cts	0.0935	0.481	0.370
[cells in the mapped netlist, drive strengths merged]
cell type / n / area share
nand3: 3 / 0.013
buf: 19 / 0.093
clkbuf: 5 / 0.013
o2111ai: 6 / 0.035
xnor2: 2 / 0.012
a21oi: 28 / 0.093
nor2b: 2 / 0.013
dfxtp: 32 / 0.43
nand2: 8 / 0.020
o21ai: 14 / 0.047
mux2i: 4 / 0.027
nand2b: 3 / 0.013
a211oi: 8 / 0.040
inv: 9 / 0.023
a311oi: 6 / 0.035
or3b: 6 / 0.035
ha: 6 / 0.050
nor2: 4 / 0.012
Power is estimated from default activity; no workload was simulated.
