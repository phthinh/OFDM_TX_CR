==> design.v <==
`timescale 1ns / 1ps
module QAM16_Mod(
	input 			CLK_I, RST_I,
	input [3:0] 	DAT_I,
	input 			CYC_I, WE_I, STB_I, 
	output			ACK_O,
	output reg [31:0]	DAT_O,
	output reg			CYC_O, STB_O,
	output				WE_O,
	input					ACK_I	
    );
reg [3:0]	idat;
reg			ival;	
wire 			out_halt, ena;
reg [15:0] 	datout_Re, datout_Im;
assign 	out_halt = STB_O & (~ACK_I);
assign 	ena 		= CYC_I & STB_I & WE_I;
assign 	ACK_O 	= ena &(~out_halt);
always @(posedge CLK_I) begin
	if(RST_I) 			idat<= 4'b0000;
	else if(ACK_O) 	idat <= DAT_I;
end
always @(posedge CLK_I) begin
	if(RST_I) 			ival <= 1'b0;
	else if(ena)		ival <= 1'b1;
	else					ival <= 1'b0;
end
always @(posedge CLK_I)
begin
	if(RST_I)	begin
		STB_O <= 1'b0;
		DAT_O <= 32'b0;
		end
	else if(ival & (~out_halt)) begin	
		DAT_O <= {datout_Im, datout_Re};	
		STB_O <= 1'b1;
		end	
	else if(~ival) begin	
		STB_O <= 1'b0;
		end
end
reg icyc;
always @(posedge CLK_I)
begin
	if(RST_I)		icyc <= 1'b0;		
	else				icyc <= CYC_I;	
end
always @(posedge CLK_I)
begin
	if(RST_I)		CYC_O	<= icyc;			
	else 				CYC_O	<= icyc;
end
assign WE_O = STB_O;
always @(*) begin
	case (idat[3:2])
      2'b11  :	datout_Im = 16'h8692;
		2'b10  : datout_Im = 16'hD786;
		2'b00  : datout_Im = 16'h287A;
		2'b01  : datout_Im = 16'h796E;
		default: datout_Im = 16'd0;
	endcase
end
always @(*) begin
	case (idat[1:0])
      2'b11  :	datout_Re = 16'h8692;
		2'b10  : datout_Re = 16'hD786;
		2'b00  : datout_Re = 16'h287A;
		2'b01  : datout_Re = 16'h796E;
		default: datout_Re = 16'd0;
	endcase
end
endmodule
==> run.sh <==
#!/bin/bash
# OpenROAD 26Q1-2900-gdf79404cd8, Yosys 0.63+post, stock flow scripts
make -C /OpenROAD-flow-scripts/flow DESIGN_CONFIG=/design/flow/config.mk WORK_HOME=/design/flow/orfs finish
==> config.mk <==
export PLATFORM = sky130hd
export DESIGN_NAME = QAM16_Mod
export DESIGN_NICKNAME = QAM16_Mod
export VERILOG_FILES = /design/flow/design.v
export SDC_FILE = /design/flow/constraint.sdc
export NUM_CORES = 4
export LEC_CHECK = 1
export CORE_AREA = 10 10 71 71
export DIE_AREA = 0 0 81 81
==> constraint.sdc <==
current_design QAM16_Mod

set clk_period 1.8
set clk_io_pct 0.2

create_clock -name clk0 -period $clk_period [get_ports {CLK_I}]

set non_clock_inputs [all_inputs -no_clocks]
set_input_delay [expr $clk_period * $clk_io_pct] -clock clk0 $non_clock_inputs
set_output_delay [expr $clk_period * $clk_io_pct] -clock clk0 [all_outputs]
==> run notes <==
flow finished, numbers: Num CTS Buffers=3, Final Non-Filler Cells=176, first-pass GRT wire length=3190 um, DRC Markers=0, top cells by count=buf_4 (24), dfxtp_1 (17), a21oi_1 (13), WHS=0.328 ns, GR Layer Usage met1=7.11%, final antenna-violating net count=0, Largest logic family=buffers and inverters, core area=3630 um2, Tmin final=1.60 ns, skew final=0.00188 ns, slew margin rel.=60.2%, TritonCTS clock tree=done, Critical Path Start=WE_I, Finished Core Util=35.5%, Worst path slowest cell=clkdlybuf4s50_1, Setup TNS=0 ns, critical path peak fanout=2, Final period util=88.8%, critical path class=in -> out, clock root buffer=clkbuf_8, mux share=0%, ys cells=105, setup ws final=0.202 ns, area fraction in xor and xnor cells=0%, tool warnings=31, Worst Hold Launch=icyc, Cell Type Count=22, max-slew violation count=0, via-per-instance ratio=4.17, synthesized area=935 um2, antenna violations before repair=0, Die Y=81 um, Hold Crit Class=reg -> reg, Reg clk slew, reported paths=0.06 ns, AO/OA Area Share=14.6%, Main synth FF type=dfxtp_1, Post-DP HPWL=1620 um, Synth Area per Inst=8.90 um2, routed length per placed instance=11.5 um, Insertion Delay late pin=0.25 ns, RSZ-0062 raised after global routing=false, cell count after synthesis=105, Site Rows=22, Area Overhead vs Synth=38.2%, Top cells by area=dfxtp_1 (36%), buf_4 (19%), ha_1 (11%), grt total ovfl=0, DRT Pass-1 Iters=4, met3 Usage GRT=2.67%, leakage=0.471 nW, vias in the first global route=673, hold path cells=0, CP Buf/Inv Count=2, via count=734, count of library flops with an enable pin=0, R2R depth=4, number of fill cells=375, IO Count=46, worst-margin pin slew=0.595 ns, port buffer count=43, DIE AREA=6560 um2, cell family with most CP delay=buffers and inverters, Clock Tree Buf Depth=2, cts hold-fix bufs=0, Tot Pwr=0.765 mW, Most Crowded Layer GR=met2, Hold Vio Cnt, Final=0, max cap viols=0, Chip Area, Yosys=935 um2, outcome=complete, no violations, pre-CTS WS=-0.117 ns, largest net degree at the start of global routing=17, yosys warning tally=1, Iteration-0 DRC Markers=31, Final Setup Violations=0, CP cell instances=clkdlybuf4s50_1 > nand3_2 > nor2_1 > dlygate4sd2_1, Worst setup EP type=primary output, # clock sinks=17, PD cells=593 nW/um2, critical path's largest stage delay=0.48 ns, Ant. Diodes=0, met2 Use GR=8.84%, fp_density=25.7%, Post-synth ARST share=0%, wirelength, routed=2020 um, worst r2r src=idat[0], Area leader share=36.4%, Seq share, synth=36.4%, instance count on the critical path=4, most common cell in the synthesized netlist=buf_4, Yosys reg bits=17, die extent in x=81 um, placed cells=172, CP Launch Type=input pin, dpl cell area=1250 um2, routability cong.=0.771, Worst Path Arrival=1.24 ns, crit path DRT=1.44 ns, layout cells sized above 1=9.38%, largest area contributor in the netlist=dfxtp_1, yosys simple share=13.4%, Worst IR Drop VDD=0.000203 V, post-route cell area=1290 um2, Max Freq=626 MHz, yosys adder share=10.7%, CTS HTree Levels=1, Tot GR Track Use=5.72%
[layer usage]
| metal | vias up | routed length [um] |
|---|---|---|
| met5 | - | 0 |
| met4 | 0 | 35 |
| met3 | 2 | 323 |
| met2 | 33 | 852 |
| met1 | 328 | 810 |
| li1 | 371 | - |
[cells by family (layout without fill, tap and decap cells)]
kind of cell,after synthesis,in the layout
DFF,17,17
AOI/OAI and AO/OA,25,25
adders and majority gates,8,8
other,1,2
and+or+nand+nor,21,21
buffers and inverters,33,55
[what timing repair did]
action / CTS / global route
resized: 4 / 0
setup buffers: 0 / 0
setup endpoints to repair: 1 / 0
[state kept, by name (all words and copies together), names as in the netlist]
register / count
idat: 4
DAT_O: 9
STB_O: 1
icyc: 1
ival: 1
CYC_O: 1
[area by class of cell]
| type | instances | area (um2) | area share, % |
|---|---|---|---|
| inverters | 5 | 23.8 | 1.84 |
| clock inverters | 1 | 5.00 | 0.388 |
| clock buffers | 3 | 41.3 | 3.20 |
| multi-input cells | 56 | 372 | 28.8 |
| flip-flops and latches | 17 | 340 | 26.4 |
| repair buffers | 46 | 449 | 34.8 |
| well taps | 48 | 60.1 | 4.65 |
[report_power, final]
| part | internal (mW) | switching, mW |
|---|---|---|
| Clock | 0.153 | 0.122 |
| Combinational | 0.0634 | 0.0287 |
| Sequential | 0.388 | 0.00993 |
[cells in the final DEF (no fill, tap or decap)]
cell type / count
clkdlybuf4s50_1: 40
dfxtp_1: 17
a21oi_1: 13
o21ai_0: 9
nor2_1: 8
ha_1: 8
inv_1: 4
or3b_1: 3
a311oi_1: 3
clkbuf_8: 3
dlygate4sd2_1: 3
buf_4: 3
nand3_1: 2
conb_1: 2
nor2b_2: 1
nand3_2: 1
inv_6: 1
or4_1: 1
or3_1: 1
nand2b_1: 1
or3_2: 1
or3b_2: 1
nor2b_1: 1
clkinv_2: 1
[path summary, 6_finish.rpt]
| check | to | slack (ns) |
|---|---|---|
| worst min register to register | CYC_O | 0.33 |
| worst max register to register | DAT_O[4] | 0.37 |
| worst max-delay path | ACK_O | 0.20 |
| worst min-delay path | CYC_O | 0.33 |
Power figures rest on the tool's default switching activity, not on a simulated workload.
